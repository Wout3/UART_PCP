--- design.v ---
`timescale 1ns / 1ps
module UART_Receiver(
	input RxD,
    input clk_i,
    input rstb_i,
    output [7:0] data_o,
    output midbit_en,
    output midbit,
    output shift_en,
    output baudx16,
    output [3:0] state,
    output data_o_valid);
    wire[7:0] shift_reg_data;
    UART_Receiver_Baud16Generator Baud16Generator(
        .clk_i(clk_i),
        .rstb_i(rstb_i),
        .baudx16(baudx16)
        );
    UART_Receiver_MidBitGenerator MidBitGenerator(
        .clk_i(clk_i),
        .rstb_i(rstb_i),
        .baudx16(baudx16),
        .midbit_en(midbit_en),
        .midbit(midbit));
    UART_Receiver_FSM FSM(
        .clk_i(clk_i),
        .rstb_i(rstb_i),
        .baudx16(baudx16),
        .RxD(RxD),
        .midbit(midbit),
        .midbit_en(midbit_en),
        .load_data_out(load_data_out),
        .shift_en(shift_en),
        .state(state)
        );
    UART_Receiver_ShiftRegister ShiftRegister(
        .clk_i(clk_i),
        .rstb_i(rstb_i),
        .baudx16(baudx16),
        .midbit(midbit),
        .shift_en(shift_en),
        .RxD(RxD),
        .shift_reg_data(shift_reg_data)
        );
     UART_Receiver_DataOutRegister DataOutRegister(
        .clk_i(clk_i),
        .rstb_i(rstb_i),
        .shift_reg_data(shift_reg_data),
        .load_data_out(load_data_out),
        .data_o_valid(data_o_valid),
        .data_o(data_o));
endmodule
`timescale 1ns / 1ps
module UART_Receiver_Baud16Generator(
    input		clk_i,		      
    input		rstb_i,		     
    output      reg	baudx16		 
    );
integer counter = 0;
always @ (posedge clk_i) begin : baud16_generator
	if (!rstb_i) begin
		counter <= 0;
		baudx16 <= 0;
	end else if (counter == 813) begin
		baudx16 <= 1;
		counter <= 0;
	end else begin
		baudx16 <= 0;
		counter <= counter + 1;
	end
end 
endmodule 
`timescale 1ns / 1ps
module UART_Receiver_DataOutRegister(
    input clk_i,
    input rstb_i,
    input [7:0] shift_reg_data,
    input load_data_out, 
    output reg data_o_valid,
    output reg [7:0] data_o
);
    reg [7:0] data = 0;
    always @(posedge clk_i) begin 
        if (!rstb_i) begin
            data_o <= 0;
            data_o_valid <= 1;
        end else begin
            if (load_data_out) begin
                data_o [7:0] <= shift_reg_data [7:0];
                data_o_valid <= 1;
            end else begin
                data_o_valid <= 0;
            end
        end
    end
endmodule
`timescale 1ns / 1ps
module UART_Receiver_FSM(
    input clk_i,
    input rstb_i,
    input baudx16,
    input RxD,
    input midbit,
    output reg shift_en, 
    output reg [3:0] state,
    output reg midbit_en,
    output reg load_data_out 
    );
    reg [3:0] state, state_reg_next;
    localparam sIDLE = 4'b0000; 
    localparam sSTARTBIT = 4'b0001; 
    localparam sBIT0 = 4'b0010; 
    localparam sBIT1 = 4'b0011; 
    localparam sBIT2 = 4'b0100; 
    localparam sBIT3 = 4'b0101; 
    localparam sBIT4 = 4'b0110; 
    localparam sBIT5 = 4'b0111; 
    localparam sBIT6 = 4'b1000; 
    localparam sBIT7 = 4'b1001; 
    localparam sSTOPBIT = 4'b1010;
    always @ (posedge clk_i, negedge rstb_i) begin
        if (!rstb_i) begin
            state <= sIDLE;
        end else begin
            if (baudx16==1'b1) begin
                state <= state_reg_next;
            end
        end
    end
    always @ (RxD, midbit, state, state_reg_next) begin
        state_reg_next = state;
        midbit_en = 1;
        load_data_out = 0;
        case(state)
            sIDLE       : begin
                if (RxD   ==1'b0) begin
                    state_reg_next = sSTARTBIT;
                    midbit_en = 0;
                end
            end
            sSTARTBIT   : if (midbit==1'b1) state_reg_next = sBIT0;
            sBIT0       : if (midbit==1'b1) state_reg_next = sBIT1;
            sBIT1       : if (midbit==1'b1) state_reg_next = sBIT2;
            sBIT2       : if (midbit==1'b1) state_reg_next = sBIT3;
            sBIT3       : if (midbit==1'b1) state_reg_next = sBIT4;
            sBIT4       : if (midbit==1'b1) state_reg_next = sBIT5;
            sBIT5       : if (midbit==1'b1) state_reg_next = sBIT6;
            sBIT6       : if (midbit==1'b1) state_reg_next = sBIT7;
            sBIT7       : if (midbit==1'b1) state_reg_next = sSTOPBIT;
            sSTOPBIT    : if (midbit==1'b1) begin
                state_reg_next = sIDLE;
                load_data_out = 1;
                end
            default     :                   state_reg_next = sIDLE;
        endcase
    end
   always @ (state) begin : output_logic
      case (state)
        sSTOPBIT: begin
           shift_en = 1;
        end
        default: begin
           shift_en = 0;
        end
      endcase 
   end 
endmodule
`timescale 1ns / 1ps
module UART_Receiver_MidBitGenerator(
    input clk_i,
    input rstb_i,
    input midbit_en,
    input baudx16,
    output reg midbit
    );
    reg [3:0] counter;
    always @(posedge clk_i) begin
        if(!rstb_i  || counter == 16 || midbit_en == 0) begin
            counter <= 0;
            midbit <= 0;
        end
        else if (baudx16 == 1 && counter == 7) begin
            counter <= counter +1;
            midbit <= 1;
        end
        else if (baudx16 == 1 && counter != 7) begin
            counter <= counter + 1;
            midbit <= 0;
        end
    end
endmodule
`timescale 1ns / 1ps
module UART_Receiver_ShiftRegister(
    input clk_i,
    input rstb_i,
	input baudx16,
	input midbit,
	input shift_en,
    input RxD,
    output reg [7:0] shift_reg_data
    );
	reg [7:0] shift;
    always @(posedge clk_i) begin
        if(rstb_i == 0) begin
            shift_reg_data <= 0;
        end
        else if (midbit == 1 && baudx16 == 1) begin
         if (shift_en) begin
                shift_reg_data <= shift;
            end
            else begin
                shift[6:0] <= shift[7:1];
                shift[7] <= RxD;
            end
        end
    end
endmodule
--- run.sh ---
#!/bin/bash
# OpenROAD 26Q1-2900-gdf79404cd8, Yosys 0.63+post, stock flow scripts
make -C /OpenROAD-flow-scripts/flow DESIGN_CONFIG=/design/flow/config.mk WORK_HOME=/design/flow/orfs finish
--- config.mk ---
export PLATFORM = sky130hd
export DESIGN_NAME = UART_Receiver
export DESIGN_NICKNAME = UART_Receiver
export VERILOG_FILES = /design/flow/design.v
export SDC_FILE = /design/flow/constraint.sdc
export NUM_CORES = 4
export LEC_CHECK = 1
export CORE_UTILIZATION = 30
--- constraint.sdc ---
current_design UART_Receiver

set clk_period 4.8
set clk_io_pct 0.2

create_clock -name clk0 -period $clk_period [get_ports {clk_i}]

set non_clock_inputs [all_inputs -no_clocks]
set_input_delay [expr $clk_period * $clk_io_pct] -clock clk0 $non_clock_inputs
set_output_delay [expr $clk_period * $clk_io_pct] -clock clk0 [all_outputs]
==> Changelog: implementation <==
## Flow update

- Arrival time at the worst endpoint: about 2 ns
- Maximum net fanout on the critical path: 2
- Routed vias/inst: about 4.9
- Rel. slew slack: approximately 59%
- Maximum number of pins on one net before global-route repair: 33
- Library cells used by synthesis: approximately 44
- Sequential cell area: between 1000 and 1500 sq um
- Max Cap Viol: 0
- Most frequent cell on the critical path: sky130_fd_sc_hd__clkdlybuf4s50_1
- Number of diodes: 0
- Cells after Synth: 318
- Multi-input gate area in the final layout: 1400 sq um
- Yosys Instances: between 300 and 400
- Number of placed instances, taps included: 453
- Filler cell count in the final layout: approximately 940
- Total of flip-flops plus latches after synthesis: between 60 and 70
- Number of endpoints with negative hold slack in the final report: 0
- Post-route fraction of the period consumed by the critical path: between 60% and 70%
- Finished Layout Cells: between 400 and 500
- Worst reg2reg setup slack: approximately 2.6 ns
- I/O pin count: 20
- Number of antenna violations at the first check in global routing: 0
- Routed met2 length: between 2000 and 2500 um
- EDFF count, synth: 8
- Run status: complete, no violations
- Met1 wire length: around 2900 um
- Startpoint kind of the worst setup timing path: primary input
- Chip footprint: roughly 10000 sq um
- Later-pin clock latency in the skew report: ~0.35 ns
- Period minus WS final: 3.02 ns
- Count of synthesis-stage warnings from yosys: 6
- Count of input and output buffers: 19
- Worst Setup Path Type: in2out
- Highest routing layer actually used: met4
- Final routed wirelength across all metal layers: about 5600 um
- Final-report setup violation count: 0
- Highest clock rate: about 330 MHz
- Average wire length per cell after detail routing: roughly 12 um
- Final core utilization: between 30% and 40%
- Antenna-violating nets left: 0
- Routability congestion estimate: 0.823
- Slowest CP cell: sky130_fd_sc_hd__clkdlybuf4s50_1
- Pre-placement core utilization: between 30% and 40%
- Worst-case vdd ir drop: around 0.15 mV
- Worst Setup End Kind: primary output
- Post-Route Setup TNS: 0 ns
- Share of synthesized registers carrying an async set or reset: approximately 6%
- TritonCTS clock tree: done
- CTS sink cnt: 67
- Cell area leaders: sky130_fd_sc_hd__dfxtp_1, sky130_fd_sc_hd__edfxtp_1, sky130_fd_sc_hd__a21oi_1
- Post-CTS setup buffers: 0
- Cell area power density: between 300 and 400 nW/um^2
- Clock tree root buffer cell: sky130_fd_sc_hd__clkbuf_8
- Final Max Tran Viols: 0
- Crit path cell chain: clkdlybuf4s50_1 > inv_1 > nand2b_1 > clkdlybuf4s50_1
- Site row count: 35
- Worst min-delay path category: reg2reg
- Fraction of final layout cells with drive strength greater than 1: 9.71%
- Required time at the endpoint of the critical path: approximately 3.8 ns
- GRT Resource Usage Total: between 10 and 15%
- Lkg Pwr: between 1 and 1.5 nW
- Vias after detailed routing: 2277
- Transition time at the pin with the least slew margin: around 0.62 ns
- Chip area estimate from yosys synthesis: around 3000 sq um
- Remaining DRCs: 0
- Clock-pin slew on the worst setup and hold paths: approximately 0.08 ns
- Part of the Yosys area used for sequential elements: about half
- Area growth from synthesis to final layout: 18.6%
- Count of routing violations after the opening detailed-route iteration: 87
- Die Ht: 101 um
- Tally of OpenROAD warnings: 26
- Most frequently used flop master after synthesis: sky130_fd_sc_hd__dfxtp_1
- Met3 wire length: 236 um
- Overflow left after global routing: 0
- Largest area contributor in the synthesized netlist: sky130_fd_sc_hd__dfxtp_1
- Number of buffers between clock root and the deepest sink: 2
- Area of the core region: approximately 9400 sq um
- Slowest cell delay on critical path: between 0.4 and 0.5 ns
- Area share, top type: a little under two fifths
- Maximum level of the CTS H-tree: 3
- Clock skew after layout: ~0.017 ns
- RSZ-0062 raised after global routing: false
- Area of the mapped netlist: 2950 sq um
- Global-route wire length before repair: 9700 um
- Mapped Avg Cell Area: slightly above 9 sq um
- Number of optimization iterations in the first detailed-route pass: 4
- Via count of the first global-routing pass: between 2000 and 2500
- Count of cells resized by post-cts repair: 0
- Tot Pwr: ~1.2 mW
- Chip Width: roughly 100 um
- TritonCTS buffer count: 9
- Half-perimeter wire length after placement: approximately 3600 um
- Hold bufs inserted after CTS: 0
==> per-stage QoR <==
stage,setup slack [ns],hold WS (ns),area [sq um]
detailed placement,1.75,0.444,3240
global route,1.71,0.469,3490
floorplan,2.64,0.422,2950
finish,1.78,0.438,3490
global placement,1.74,0.440,3240
CTS,1.75,0.445,3490
==> state kept, by name (all words and copies together) (netlist names) <==
name and cells:
Baud16Generator.counter 32, DataOutRegister.data_o 8, ShiftRegister.shift 8, ShiftRegister.shift_reg_data 8, FSM.state 4, MidBitGenerator.counter 4, Baud16Generator.baudx16 1, DataOutRegister.data_o_valid 1
MidBitGenerator.midbit 1
==> cells in the mapped netlist (8+ instances only) <==
master,instances
sky130_fd_sc_hd__nand2_1,33
sky130_fd_sc_hd__nor2_1,32
sky130_fd_sc_hd__o21ai_0,16
sky130_fd_sc_hd__nand4_1,8
sky130_fd_sc_hd__a21oi_1,27
sky130_fd_sc_hd__clkbuf_1,10
sky130_fd_sc_hd__o31ai_1,9
sky130_fd_sc_hd__xnor2_1,10
sky130_fd_sc_hd__edfxtp_1,8
sky130_fd_sc_hd__mux2i_1,9
sky130_fd_sc_hd__dfxtp_1,55
sky130_fd_sc_hd__nand3_1,19
==> kinds of logic after synthesis <==
kind of cell | after synthesis | synth area share, %
xor gates and xnor gates | 15 | 4.46
AOI/OAI and AO/OA | 59 | 11.9
adders and majority gates | 3 | 1.27
muxes | 10 | 3.44
buffers and inverters | 23 | 3.87
DFF | 67 | 48.9
and+or+nand+nor | 141 | 26.1
==> per-layer routing <==
layer	vias to the layer above	GRT usage [%]
met5	-	0
met4	0	1.34
met3	6	3.60
met2	36	17.8
met1	1048	18.3
li1	1187	-
==> area by class of cell <==
class | count | area share, %
Clock buffer | 12 | 5.09
Clock inverter | 4 | 2.19
Inverter | 7 | 0.752
Multi-Input combinational cell | 228 | 40.0
Sequential cell | 67 | 41.3
Tap cell | 129 | 4.62
Timing Repair Buffer | 22 | 6.09
==> path summary, 6_finish.rpt <==
| check | from | end | depth (start not counted) |
|---|---|---|---|
| setup / recovery | RxD | midbit_en | 4 |
| hold / removal | ShiftRegister.shift[1] | ShiftRegister.shift[0] | 0 |
| setup reg to reg | Baud16Generator.counter[0] | Baud16Generator.counter[30] | 5 |
| hold reg to reg | ShiftRegister.shift[1] | ShiftRegister.shift[0] | 0 |
| max in group asynchronous | rstb_i | FSM.state[0] | 1 |
| min in group asynchronous | rstb_i | FSM.state[2] | 1 |
==> power by group <==
part | total (mW) | internal [mW] | switching (mW)
Clock | 0.577 | 0.358 | 0.220
Sequential | 0.573 | 0.569 | 0.00466
Combinational | 0.0264 | 0.0104 | 0.0160
Total | 1.18 | 0.937 | 0.240
==> critical path, delay by kind of cell <==
family	cells	cell delay, ns
buffers and inverters	3	1.02
AND/OR/NAND/NOR	1	0.08
==> layout by cell type (no fill, tap or decap), drive strengths merged, types with 8 or more instances in the layout <==
| cell | Yosys | final |
|---|---|---|
| a21oi | 29 | 29 |
| clkbuf | 10 | 12 |
| clkdlybuf4s50 | 0 | 19 |
| dfxtp | 55 | 55 |
| edfxtp | 8 | 8 |
| mux2i | 9 | 9 |
| nand2 | 33 | 33 |
| nand3 | 19 | 19 |
| nand4 | 10 | 10 |
| nor2 | 32 | 32 |
| o21ai | 16 | 16 |
| o31ai | 10 | 10 |
| or4 | 12 | 12 |
| xnor2 | 10 | 10 |
No activity file was given, so power comes from the tool's default toggle rates.
